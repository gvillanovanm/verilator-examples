--- ./design.v ---
module arith_eg3_mod(
    input clk,
    input rst,
    input int a,
    input int b,
    input [1:0] sel,
    output int r
);
    int w_a;
    int w_b;
    int w_r;
    logic [1:0] w_s;
    always_ff @(posedge clk) begin
        if(rst) begin
            r <= 0;
        end
        else begin
            w_a <= a;
            w_b <= b;
            w_s <= sel;
            r   <= w_r;
        end
    end
    always_comb begin
        case (w_s)
            2'b00: w_r = w_a + w_b;
            2'b01: w_r = w_a - w_b;
            2'b10: w_r = w_a * w_b;
            2'b11: w_r = (w_b != 0) ? w_a / w_b : -1;
        endcase      
    end
endmodule
--- ./constraint.sdc ---
current_design arith_eg3_mod

set clk_period 264.0
set clk_io_pct 0.2

create_clock -name clk0 -period $clk_period [get_ports {clk}]

set non_clock_inputs [all_inputs -no_clocks]
set_input_delay [expr $clk_period * $clk_io_pct] -clock clk0 $non_clock_inputs
set_output_delay [expr $clk_period * $clk_io_pct] -clock clk0 [all_outputs]
--- ./config.mk ---
export PLATFORM = sky130hd
export DESIGN_NAME = arith_eg3_mod
export DESIGN_NICKNAME = arith_eg3_mod
export VERILOG_FILES = /design/flow/design.v
export SDC_FILE = /design/flow/constraint.sdc
export NUM_CORES = 4
export LEC_CHECK = 1
export CORE_UTILIZATION = 30
--- ./run.sh ---
#!/bin/bash
# OpenROAD 26Q1-2900-gdf79404cd8, Yosys 0.63+post, stock flow scripts
make -C /OpenROAD-flow-scripts/flow DESIGN_CONFIG=/design/flow/config.mk WORK_HOME=/design/flow/orfs finish
==> results_dict.tcl <==
# metrics dict for downstream scripts
set metrics [dict create \
    outcome "complete, no violations" \
    cap_violations 0 \
    ys_types 113 \
    synth-main-ff-cell "edfxtp_1" \
    post_cts_resized 0 \
    slew_headroom_pct 28.5 \
    drtPass1Iterations 7 \
    antenna_left 0 \
    routed_wirelength_um 213000 \
    cp_slowest_cell "o41ai_1" \
    grt_pass1_wl_um 318000 \
    async_flop_share_pct 0 \
    synth_area_sq_um 51900 \
    path_clk_slew_ns 0.11 \
    hold_path_startpoint "w_s[1]" \
    drt-initial-drc-count 3961 \
    crit_type "reg -> reg" \
    synth-seq-cells 98 \
    tightest_slew_ns 1.07 \
    warning_count 27 \
    rsz0062_at_grt "no" \
    die_w_um 418 \
    insertion_delay_ns 0.43 \
    cts_buffer_depth 2 \
    cts-root-buf "clkbuf_16" \
    hold_buffers 0 \
    port_buffers 99 \
    r2r_slack_ns 168.17 \
    start_kind "flip-flop" \
    drive_above_1_share_pct 5.88 \
    setup_viol 0 \
    crit_required_ns 264.33 \
    setup_tns_ns 0 \
    cts_sinks 98 \
    post-route-period-util_pct 36.3 \
    drc 0 \
    viasPerCell 5.52 \
    lay_top_cells "nand2_1, ha_1, inv_1" \
    holdPathEnd "r[12]" \
    core.rowCount 152 \
    critPathMaxStageDelay_ns 0.79 \
    hpwl_um 171000 \
    grt_usage_pct 24.8 \
    synth.yosys.seq_area_share_pct 5.06 \
    finalMaxSlewViolations 0 \
    cts_tree "done" \
    cts.htree.levels 3 \
    area_growth_pct 9.05 \
    skew_ns 0.0357 \
    ys_area_sq_um 51900 \
    fp_util_pct 30.2 \
    yosys_warnings 1 \
    nFillCells 18000 \
    grt_max_degree 55 \
    antenna_found_initial 6 \
    dieArea_sq_um 175000 \
    core_sq_um 172000 \
    synth-edff-count 66 \
    vias 51100 \
    grt_pass1_vias 50100 \
    yosys_cells 6938 \
    min_period_ns 95.83 \
    hold_viol_final 0 \
    crit_arrival_ns 96.16 \
    r2r.worst_path.cells 367 \
    critical_path_buf_inv_count 30 \
    globalplace.congestion 1.06 \
    cts_setup_buffers 0 \
    critPathCaptureType "flip-flop" \
    io-pin-count 100 \
    die_h_um 418 \
    crit_family "AND-OR/OR-AND gates" \
    synthCells 6938 \
    layout_top_cell "nand2_1" \
    r2r-start "w_b[1]" \
    hp-class "reg -> reg" \
    cts_inserted_buffers 9 \
    crit_start "w_b[1]" \
    syn_area_per_cell_sq_um 7.48 \
    path_max_fanout 39 \
    hold_depth 3 \
    routedWlPerCell_um 23.0 \
    r2r_end "r[20]" \
    grt.overflow.total 0 \
    fmax_mhz 10.4 \
]
## layout make-up
cell class	instances	area, sq um	share of cell area (%)
Tap cell	2310	2890	5.11
Timing Repair Buffer	290	2420	4.29
Clock inverter	6	56.3	0.0995
Multi-Input combinational cell	5846	45700	80.8
Antenna cell	3	7.51	0.0133
Sequential cell	98	2620	4.64
Clock buffer	10	239	0.423
Inverter	691	2590	4.59
## synthesized netlist by cell type (56+ instances only)
cell type  instances  area, sq um
nor3_1           184          921
inv_1            689         2590
nand2b_1          76          475
o21ai_0          278         1390
mux2_2            56          631
and2_1           181         1130
edfxtp_1          66         1980
fa_1             409         8190
nor2_1           571         2140
clkbuf_1         234          878
a21oi_1          428         2140
ha_1             714         8930
nor2b_1           86          538
a21o_1           172         1290
o21a_1           144         1080
nand2_1          886         3330
nand3_1          120          601
nand4_1           76          475
xnor2_1          353         3090
or3_1             65          407
o31ai_1           69          518
xor2_1           205         1800
a31oi_1           61          382
## worst min-delay path, delay by kind of cell (launching register included)
| kind | cells | cell delay [ns] |
|---|---|---|
| flops | 1 | 0.38 |
| buf+inv | 1 | 0.27 |
| simple gates | 1 | 0.17 |
| compound gates | 1 | 0.05 |
## sequential cells by signal (all words and copies together) (netlist names)
| name | flops |
|---|---|
| r | 32 |
| w_s | 2 |
| w_b | 32 |
| w_a | 32 |
## metal layers
metal | part of all wire [%] | track usage, % | vias to the layer above
met5 | 0.011 | 0.389 | -
met4 | 6.1 | 11.8 | 4
met3 | 8.4 | 5.76 | 475
met2 | 44 | 38.8 | 2143
met1 | 41 | 32.5 | 24400
li1 | - | - | 24100
## per-stage QoR
stage | std cells | worst slack (ns) | cell area, sq um | util, % | hold slack (ns)
after global placement | 9234 | 170.49 | 56200 | 32.8 | 0.933
final | 9254 | 168.17 | 56600 | 32.9 | 0.989
after global routing | 9252 | 161.68 | 56600 | 32.9 | 1.02
after detailed placement | 9235 | 170.04 | 56300 | 32.8 | 0.947
after floorplan | 6938 | 180.99 | 51900 | - | 0.720
after CTS | 9251 | 169.65 | 56600 | 32.9 | 0.972
## worst max path at each step
stage | to | slack (ns) | cells after the start
final | r[20] | 168.17 | 367
after CTS | r[20] | 169.65 | 367
after global routing | r[20] | 161.68 | 372
## kinds of logic (layout without fill, tap and decap cells)
logic type,Yosys count,count (layout),share of synthesized area (%)
xor+xnor,559,559,9.48
other cells,0,3,0
buf+inv,994,997,7.33
flops,98,98,5.06
mux,96,96,2.00
compound gates,1614,1614,20.7
simple gates,2454,2454,22.5
fa+ha+maj,1123,1123,33.0
