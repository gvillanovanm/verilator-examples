==> /design/flow/design.v <==
module arith_eg2_mod(
    input int a,
    input int b,
    input [1:0] sel,
    output int r
);
    always_comb begin
        case (sel)
            2'b00: r = a + b;
            2'b01: r = a - b;
            2'b10: r = a * b;
            2'b11: r = (b != 0) ? a / b : -1;
        endcase      
    end
endmodule
==> /design/flow/run.sh <==
#!/bin/bash
# OpenROAD 26Q1-2900-gdf79404cd8, Yosys 0.63+post, stock flow scripts
make -C /OpenROAD-flow-scripts/flow DESIGN_CONFIG=/design/flow/config.mk WORK_HOME=/design/flow/orfs finish
==> /design/flow/config.mk <==
export PLATFORM = sky130hd
export DESIGN_NAME = arith_eg2_mod
export DESIGN_NICKNAME = arith_eg2_mod
export VERILOG_FILES = /design/flow/design.v
export SDC_FILE = /design/flow/constraint.sdc
export NUM_CORES = 4
export LEC_CHECK = 1
export CORE_UTILIZATION = 40
==> /design/flow/constraint.sdc <==
current_design arith_eg2_mod

set clk_period 437.2
set clk_io_pct 0.2

create_clock -name clk0 -period $clk_period

set non_clock_inputs [all_inputs -no_clocks]
set_input_delay [expr $clk_period * $clk_io_pct] -clock clk0 $non_clock_inputs
set_output_delay [expr $clk_period * $clk_io_pct] -clock clk0 [all_outputs]
==> flow_summary.toml <==
# flow metrics
[pwr]
switching_power_uw = 273.8
power.leakage_nw = 25.01
power.density_nw_per_um2 = 8.664
p_int_uw = 179.8
switching_share_pct = 60.35
finalPower_uw = 453.6
peakVddDrop_mv = 0.03262

[die]
fp_util_pct = 40.53
ioPinCount = 98
rows = 127
dieArea_um2 = 123400
fp.dieW_um = 351.4
core-area_um2 = 120400
die_h_um = 351.4

[clock_network]
cts_setup_buffers = 0
postCtsHoldBufs = 0
cts_resized = 0

[yosys]
synthTopCellsByArea = "ha_1 18%, fa_1 17%, nand2_1 6.5%, xnor2_1 5.6%, inv_1 5.3%"
synth_area_per_cell_um2 = 7.260
top_cell_area_share_pct = 18.30
mux_share_pct = 2.532
top_cell = "nand2_1"
yosysWarnings = 1
syn_area_um2 = 48820
ys_sh_xor_pct = 9.742
fa_ha_area_share_pct = 35.07
synth.logic.top_family = "adder cells"
common_cells = "842 x nand2_1, 714 x ha_1, 692 x inv_1"
ys_sh_aoi_pct = 21.89
ys_cells = 6724
yosysUniqueCellTypes = 108
synth_chip_area_um2 = 48820
ys_seq_share_pct = 0
yosys.area.top_type = "ha_1"
synthSimpleGateAreaFrac_pct = 23.17
syn-instance-count = 6724

[sta]
worst_slack_ns = 168.67
setup_viol_count_final = 0
tns_ns = 0
max_freq_mhz = 3.724
hold_violations = 0
rsz0062_at_grt = "false"
maxSlewViolCount = 0
worst_pin_slew_ns = 1.232
period_used_pct = 61.42
timing.slew.headroom_pct = 16.82
fin_crit_ns = 268.53

[cells_and_area]
seq_area_um2 = 0
drive_above_1_share_pct = 6.318
flops = 0
clock_buffers = 0
syn2layout_area_growth_pct = 7.248
fin_cells = 8341

[worst_setup_path]
worstPathMaxFanout = 42
worstPathArrival_ns = 181.09
end_kind = "output port"
worstPathRequired_ns = 349.76
path_class = "primary input to output port"
cp_slowest_cell = "o221ai_1"
crit_path_max_incr_delay_ns = 0.83
path_common_cell = "ha_1"
cp-start-kind = "primary input"

[routing]
drc = 0
wl_per_cell_um = 24.21
initialDrtViolationCount = 4215
via_per_inst = 5.909
first_pass_iters = 6
totalWireLength_mm = 201.9
drtAntennaViolNets = 0
vias = 49290

[placed_design]
dp_cells = 8339
dpl_worst_slack_ns = 171.10
post-dp-hpwl_mm = 161.3
io_buffers = 98
place_congestion = 1.040

[min_path]
worst_hold_path_type = "primary input to output port"

[grt]
antenna_found_initial = 10
grt_max_degree = 57
grt_usage_pct = 33.45
gr-total-overflow = 0
grt_pass1_vias = 47000
grt_pass1_wl_mm = 299.6

[job]
tool_warnings = 34
maxCapViolations = 0

[outcome]
status = "finished clean"
kinds of logic (layout without fill, tap and decap cells):
kind of cell,after synthesis,count (layout)
AOI/OAI and AO/OA,1591,1591
buffers and inverters,971,974
and+or+nand+nor,2381,2381
muxes,115,115
xor gates and xnor gates,543,543
adders and majority gates,1123,1123
other,0,2
through the flow:
stage / area, µm² / hold WS [ns] / utilization (%)
global placement: 52350 / 175.99 / 43.46
detailed placement: 52350 / 175.99 / 43.46
global route: 52350 / 176.03 / 43.47
floorplan: 48820 / 175.02 / -
finish: 52360 / 176.00 / 43.47
CTS: 52350 / 175.99 / 43.46
worst max-delay path, delay by kind of cell:
kind                     cells  cell delay [ns]
XOR/XNOR                     2             0.52
AND-OR/OR-AND              185            50.91
adder cells (fa/ha/maj)     32             9.97
multiplexers                 8             2.79
buffers and inverters       31             8.74
AND/OR/NAND/NOR             88            20.35
power groups by stage:
stage / Clock, mW / Sequential (mW) / Combinational, mW
CTS: 0 / 0 / 0.455
global route: 0.000000000312 / 0 / 0.498
placed cells by master, fill, tap and decap left out, types with 45 or more instances in the layout:
| cell type | Yosys | layout |
|---|---|---|
| mux2i_1 | 47 | 46 |
| o21a_1 | 161 | 161 |
| xor2_1 | 230 | 212 |
| o31ai_1 | 69 | 66 |
| xnor2_1 | 313 | 311 |
| a21oi_1 | 385 | 385 |
| nand2b_1 | 60 | 60 |
| and3_1 | 49 | 49 |
| nor2b_1 | 88 | 88 |
| nand3_1 | 136 | 136 |
| buf_4 | 3 | 182 |
| o211ai_1 | 45 | 45 |
| ha_1 | 714 | 714 |
| or3_1 | 66 | 66 |
| or2_2 | 53 | 53 |
| a21o_1 | 177 | 177 |
| nor2_1 | 536 | 535 |
| a31oi_1 | 81 | 80 |
| inv_1 | 692 | 692 |
| fa_1 | 409 | 409 |
| mux2_2 | 68 | 68 |
| and2_1 | 193 | 193 |
| nand2_1 | 842 | 842 |
| nand4_1 | 46 | 46 |
| o21ai_0 | 263 | 263 |
| nor3_1 | 183 | 183 |
| clkdlybuf4s50_1 | 0 | 82 |
per-layer routing:
layer	wire [µm]	vias to the layer above	part of all wire (%)	track usage [%]
met4	7394	14	3.7	9.796
met2	85260	2337	42	49.26
li1	-	23340	-	-
met5	90	-	0.045	0
met3	22440	333	11	10.42
met1	86720	23260	43	47.50
path summary, 6_finish.rpt:
| path | startpoint | cells past startpoint | slack (ns) | end |
|---|---|---|---|---|
| max | b[0] | 346 | 168.67 | r[20] |
| min | sel[1] | 5 | 176.00 | r[19] |
layout make-up:
| type | count | area, µm² |
|---|---|---|
| inverter | 694 | 2605 |
| antenna | 2 | 5.005 |
| timing repair buffer | 280 | 2267 |
| tap | 1612 | 2017 |
| fill | 12360 | 68090 |
| multi-input combinational | 5753 | 45460 |
Power and IR drop assume default switching activity.
